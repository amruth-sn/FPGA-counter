[flow/run.sh]
#!/bin/bash
# OpenROAD 26Q1-2900-gdf79404cd8, Yosys 0.63+post, stock flow scripts
make -C /OpenROAD-flow-scripts/flow DESIGN_CONFIG=/design/flow/config.mk WORK_HOME=/design/flow/orfs finish
[flow/config.mk]
export PLATFORM = sky130hd
export DESIGN_NAME = top
export DESIGN_NICKNAME = top
export VERILOG_FILES = /design/flow/design.v
export SDC_FILE = /design/flow/constraint.sdc
export NUM_CORES = 4
export LEC_CHECK = 1
export CORE_UTILIZATION = 50
[flow/constraint.sdc]
current_design top

set clk_period 3.1
set clk_io_pct 0.2

create_clock -name clk0 -period $clk_period [get_ports {normalclock}]

set non_clock_inputs [all_inputs -no_clocks]
set_input_delay [expr $clk_period * $clk_io_pct] -clock clk0 $non_clock_inputs
set_output_delay [expr $clk_period * $clk_io_pct] -clock clk0 [all_outputs]
[flow/design.v]
`timescale 1ns / 1ps
module clock_div_to_1Hz(
    input clk_i, reset,
    output reg clk_o
    );
    reg[29:0] counter = 30'd0;
    integer DIVISOR = 100000000;  
    always @(posedge clk_i or negedge reset) begin
        if(!reset) begin
            clk_o <= 0;
            counter <= 0;
        end else begin
        counter <= counter + 1;
           if(counter >= (DIVISOR-1))
            counter <= 0;
           clk_o <= (counter<DIVISOR/2)?1'b1:1'b0;
           end
     end
endmodule
`timescale 1ns / 1ps
module clock_div_to_1kHz(
    input clk_i, reset,
    output reg clk_o
    );
    reg[18:0] counter = 19'd0;
    integer DIVISOR = 500000;  
    always @(posedge clk_i or negedge reset) begin
        if(!reset) begin
            clk_o <= 0;
            counter <= 0;
        end else begin
        counter <= counter + 1;
           if(counter >= (DIVISOR-1))
            counter <= 18'd0;
           clk_o <= (counter<DIVISOR/2)?1'b1:1'b0;
           end
     end
endmodule
`timescale 1ns / 1ps
module counter_16bit(
    input reset,
    input inc,
    output reg [15:0] count
    );
    always @ (posedge inc or negedge reset) begin
        if(!reset) begin
        count <= 0;
    end else begin
            count <= count + 1;
    end
    end
endmodule
`timescale 1ns / 1ps
module counter_2bit(
    input inc,
    output reg [1:0] count
    );
    always @ (posedge inc) begin
            count <= count + 1;    
    end
endmodule
`timescale 1ns / 1ps
module debouncer_16bit(
    input global_clock,
    input reset,
    input button_in,
    output reg button_out
    );
    reg count_start, output_exist;
    integer deb_count = 0;
   always @ (posedge global_clock or negedge reset) begin
     if(!reset) begin
         button_out <= 0;
         count_start <= 0;
         deb_count <= 0;
         output_exist <= 0;
     end else begin
        case(button_in)
        0: {button_out, deb_count, count_start, output_exist} = 0;
        1: if(output_exist == 0) begin 
               if(count_start == 0) begin
                   count_start <= 1;
                   deb_count <= deb_count +1;
                   if(deb_count == 1000000) begin
                       button_out <= 1;
                       count_start <= 0;
                       deb_count <= 0;
                       output_exist <= 1; 
                   end 
               end else begin
                   deb_count <= deb_count + 1;
                   if(deb_count == 1000000) begin
                       button_out <= 1;
                       count_start <= 0;
                       deb_count <= 0;
                       output_exist <= 1; 
                   end
               end               
           end else  
               button_out <= 0;
       endcase   
      end  
   end  
endmodule
`timescale 1ns / 1ps
module display_control(
    input    inc,
    input [15:0] count,
    output [3:0] digit_select,
    output [3:0] cout
    );
    wire [1:0] r1;
    counter_2bit c1( .inc(inc), .count(r1));
    mux_4to1 m1(.a(4'b0111), .b(4'b1011), .c(4'b1101), .d(4'b1110), .sel(r1), .out(digit_select));
    mux_4to1 m2(.a(count[15:12]), .b(count[11:8]), .c(count[7:4]), .d(count[3:0]), .sel(r1), .out(cout));
endmodule
`timescale 1ns / 1ps
module mux_4to1(
    input [3:0] a,
    input [3:0] b,
    input [3:0] c,
    input [3:0] d,
    input [1:0] sel,
    output reg [3:0] out
    );
    always @ (*) begin
    case(sel)
    2'b00 : out <= a;
    2'b01 : out <= b;
    2'b11 : out <= c;
    2'b10 : out <= d;
    endcase
    end
endmodule
`timescale 1ns / 1ps
module seven_seg_dec(
    input [3:0] in,
    output reg [6:0] out
    );
    always @ (*) begin
        case(in) 
            4'b0000 : out <= 7'b0000001;  
            4'b0001 : out <= 7'b1001111; 
            4'b0010 : out <= 7'b0010010 ; 
            4'b0011 : out <= 7'b0000110 ; 
            4'b0100 : out <= 7'b1001100 ; 
            4'b0101 : out <= 7'b0100100 ; 
            4'b0110 : out <= 7'b0100000 ; 
            4'b0111 : out <= 7'b0001111; 
            4'b1000 : out <= 7'b0000000; 
            4'b1001 : out <= 7'b0000100; 
            4'b1010 : out <= 7'b0001000; 
            4'b1011 : out <= 7'b1100000; 
            4'b1100 : out <= 7'b0110001; 
            4'b1101 : out <= 7'b1000010; 
            4'b1110 : out <= 7'b0110000; 
            4'b1111 : out <= 7'b0111000; 
            default : out <= 7'b1111111;
            endcase
    end  
endmodule
`timescale 1ns / 1ps
module top(
    input normalclock,
    input inc,
    input reset,
    input mode_select,
    output [3:0] digit_select,
    output [6:0] seven
    );
    wire div1k, div1, debnormal;
    reg r4;
    wire [3:0] c1, c2;
    wire [15:0] d1;
    clock_div_to_1Hz slowclock(.clk_i(normalclock), .reset(reset), .clk_o(div1));
    clock_div_to_1kHz fastclock(.clk_i(normalclock), .reset(reset), .clk_o(div1k));
    debouncer_16bit deb(.global_clock(normalclock), .reset(reset), .button_in(inc), .button_out(debnormal));
    always @ (*) begin
        case(mode_select)
            0: r4 <= div1;
            1: r4 <= debnormal;
        endcase
    end 
    counter_16bit cnt( .reset(reset), .inc(r4), .count(d1));
    display_control disp( .inc(div1k), .count(d1), .digit_select(digit_select), .cout(c1));
    seven_seg_dec sev(.in(c1), .out(seven));
endmodule
==> impl_metrics.tcl <==
# implementation run metrics
set metrics [dict create \
    yosys_warnings 8 \
    core_region_area_um2 10500 \
    stage_log_warnings 33 \
    drt_iter0_drc 311 \
    timing.rr.end "deb.deb_count[2]" \
    cts_tree "yes" \
    unclocked_pins 18 \
    maxSlewViolCount 0 \
    synth.avg_cell_area_um2 9.49 \
    edf_count 0 \
    yosys.area.top_type "dfrtp_1" \
    crit_required_ns 3.38 \
    design_area_um2 6010 \
    clockBufferDepth 2 \
    ys_cells 581 \
    vdd_drop_max_v 0.000341 \
    dp_slack_ns 0.490 \
    yosysUniqueCellTypes 60 \
    syn_to_final_growth_pct 8.94 \
    grt_pass1_wl_mm 19.1 \
    rsz0062_at_grt "false" \
    syn_inst 581 \
    maxCapViolCount 0 \
    finalHoldViolCount 0 \
    diodes 0 \
    p_leak_nw 2.57 \
    die.size.y_um 107 \
    overflow 0 \
    ys_ff 103 \
    synth-main-ff-cell "dfrtp_1" \
    clk_pin_slew_ns 0.09 \
    place_hpwl_mm 7.52 \
    top_cells_by_count "dfrtp_1, nor2_1, nand2_1, nand3_1, xor2_1" \
    status "completed" \
    netlist_area_um2 5520 \
    final.min_clock_period_ns 2.62 \
    drc 0 \
    grt_pass1_vias 3975 \
    cp.arrival_ns 2.90 \
    finalSetupTns_ns 0 \
    viasPerCell 5.88 \
    rows 37 \
    criticalPathCategory "flop to flop" \
    worst_slew_pin_slew_ns 0.859 \
    path_cells "inv_1 -> ha_1 -> or4b_1 -> or4_4 -> o211ai_2 -> buf_4 -> o21ai_0 -> a21o_1" \
    worst_slack_ns 0.479 \
    cts_root_buffer "clkbuf_8" \
    die_area_um2 11500 \
    post_cts_resized 0 \
    cpPeakStageDelay_ns 0.57 \
    cp-end-kind "flop" \
    yosysTopAreaCellShare_pct 45.8 \
    drt_wl_total_mm 11.0 \
    critPathBufInv 2 \
    finalPower_w 0.00204 \
    top_cell "dfrtp_1" \
    place_congestion 0.863 \
    fill_cells 906 \
    dr.pass1.iters 8 \
    wl_per_cell_um 14.9 \
    antenna_found_initial 0 \
    final_antenna_net_count 0 \
    dieWidth_um 107 \
    clk_latency_ns 0.39 \
    grt_max_degree 48 \
    postCtsHoldBufs 0 \
    startpoint_type "flop" \
    untimed_endpoints 29 \
    io-pin-count 15 \
    reg2reg_from "deb.deb_count[0]" \
    crit_family "simple AND/OR/NAND/NOR gates" \
    cts_buffers 9 \
    grt_use_total_pct 21.6 \
    fin_crit_sh_pct 84.5 \
    utilization_pct 57.2 \
    top_cells_by_area "dfrtp_1, xor2_1, nor2_1" \
    slew_headroom_pct 42.1 \
    synth_chip_area_um2 5520 \
    num_vias 4341 \
    p_per_area_nw_per_um2 340 \
    placed_cell_area_um2 5800 \
    fp-utilization_pct 52.5 \
    setup_viol_count_final 0 \
    portBuffers 14 \
    r2r_cells 8 \
    synthArstFlopShare_pct 98.1 \
    postCtsSetupRepairBufs 0 \
    htreeDepth 3 \
    drive_gt1_share_pct 5.98 \
    hp-class "input pin to asynchronous set/reset pin" \
    critical_path.max_fanout 11 \
    regToRegSetupSlack_ns 0.48 \
    synth_seq_share_pct 46.6 \
    fmax_mhz 382 \
    cp_slowest_cell "or4_4" \
    finClkSkew_ns 0.0109 \
]
layout make-up:
type                    instances  area (µm²)  area share (%)
flip-flops and latches        103        2570            42.7
multi-input cells             433        2750            45.7
inverters                      27         101            1.69
repair buffers                 23         218            3.62
clock inverters                 7        82.6            1.37
well taps                     136         170            2.83
clock buffers                   9         124            2.06
cell families after synthesis:
kind of cell	share of synthesized area, %
adders and majority gates	3.40
muxes	1.13
and+or+nand+nor	23.1
xor gates and xnor gates	8.73
DFF	46.6
buffers and inverters	3.81
other	0.0680
AOI/OAI and AO/OA	13.2
cell usage in the layout, fill, tap and decap left out, types with 4 or more instances in the layout:
cell and instances:
a21oi_1 17, a222oi_1 4, a22o_1 4, a31oi_1 22, a41oi_1 6, and2_1 5
and3_1 20, and4_1 11, buf_4 9, clkbuf_8 9, clkdlybuf4s50_1 13, dfrtp_1 101
ha_1 15, inv_1 26, mux2i_1 4, nand2_1 46, nand3_1 37, nand4_1 25
nor2_1 65, nor3_1 8, nor4_1 7, o21ai_0 20, or3_1 5, or4_1 5
xnor2_1 24, xor2_1 31
worst max-delay path by stage:
| stage | start | to | slack [ns] | depth (start not counted) |
|---|---|---|---|---|
| 5_1_grt | slowclock.counter[0] | slowclock.counter[4] | 0.36 | 7 |
| 6_report | deb.deb_count[0] | deb.deb_count[2] | 0.48 | 8 |
| 4_1_cts | deb.deb_count[0] | deb.deb_count[2] | 0.48 | 8 |
power breakdown:
part           leakage (nW)  internal [W]   total, W  switching (W)
logic                  1.08     0.0000227  0.0000793      0.0000566
registers              1.39       0.00112    0.00113     0.00000641
clock network        0.0984      0.000384   0.000835       0.000450
sequential cells by signal (all words and copies together), names as in the netlist:
| name | count |
|---|---|
| deb.deb_count | 32 |
| slowclock.counter | 30 |
| fastclock.counter | 19 |
| cnt.count | 16 |
| disp.c1.count | 2 |
| deb.button_out | 1 |
| deb.output_exist | 1 |
| fastclock.clk_o | 1 |
| slowclock.clk_o | 1 |
worst register-to-register path, delay by kind of cell, from the launching register on:
family	cells	cell delay (ns)
simple gates	2	1.01
compound gates	3	0.63
flops	1	0.43
buf+inv	2	0.34
fa+ha+maj	1	0.13
per-stage QoR:
step	std cells	hold slack (ns)
finish	738	0.172
floorplan	583	0.324
global route	738	0.188
CTS	738	0.172
detailed placement	722	0.460
global placement	722	0.446
per-layer routing:
layer  track usage [%]  vias to the layer above  part of all wire, %
met5                 0                        -                    0
met4              3.03                        0                  1.5
met3              3.29                       15                  3.9
met2              32.2                       94                   45
met1              35.8                     2090                   49
li1                  -                     2142                    -
Power and IR drop assume default switching activity.
